===== flow/config.mk =====
export PLATFORM = sky130hd
export DESIGN_NAME = FPGA_model
export DESIGN_NICKNAME = FPGA_model
export VERILOG_FILES = /design/flow/design.v
export SDC_FILE = /design/flow/constraint.sdc
export NUM_CORES = 4
export LEC_CHECK = 1
export CORE_AREA = 10 10 70 70
export DIE_AREA = 0 0 80 80

===== flow/constraint.sdc =====
current_design FPGA_model

set clk_period 1.5
set clk_io_pct 0.2

create_clock -name clk0 -period $clk_period [get_ports {i_mainclk}]

set non_clock_inputs [all_inputs -no_clocks]
set_input_delay [expr $clk_period * $clk_io_pct] -clock clk0 $non_clock_inputs
set_output_delay [expr $clk_period * $clk_io_pct] -clock clk0 [all_outputs]

===== flow/design.v =====
module FPGA_model(	i_resetbFPGA,
			i_ready,
			i_mainclk,
			o_resetbAll,
			o_sclk, 
			o_sdout);
parameter opcode_gainA1	= 1;  
parameter opcode_gainA2	= 5;  
parameter sRESET 	= 0;  
parameter sPROGRAM	= 1;  
parameter sIDLE		= 2;  
input i_resetbFPGA; 		 
input i_ready;			 
input i_mainclk;		 
output reg o_resetbAll;		 
output reg o_sclk;		 
output reg o_sdout;		 
reg [1:0] FPGAstate;		 
reg [3:0] count;		 
reg mainclkby2, mainclkby4, mainclkby8, mainclkby16;  
always @ (posedge(i_mainclk) or negedge(i_resetbFPGA))
begin
	if(i_resetbFPGA == 0)
		FPGAstate <= sRESET;
	else
	begin
		case(FPGAstate)
		sRESET: FPGAstate <= sPROGRAM;
		sPROGRAM: 
		begin	
			if(count== 10)
				FPGAstate <= sIDLE;
			else
				FPGAstate <= sPROGRAM;
		end
		sIDLE: FPGAstate <=sIDLE;
		default: FPGAstate <= sIDLE;
		endcase
	end
end
always @(posedge(i_mainclk) or negedge(i_resetbFPGA))
begin
	if(i_resetbFPGA == 0)
		o_resetbAll <= 0;
	else
	begin
		if(FPGAstate == sRESET)
			o_resetbAll <= 0;
		else
			o_resetbAll <= 1;
	end
end
always @ (posedge(i_mainclk) or negedge(i_resetbFPGA))
begin
	if(i_resetbFPGA == 0)
		mainclkby2 <= 0;
	else
		mainclkby2 <= ~mainclkby2;
end
always @ (posedge(mainclkby2) or negedge(i_resetbFPGA))
begin
	if(i_resetbFPGA == 0)
		mainclkby4 <= 0;
	else
		mainclkby4 <= ~mainclkby4;
end
always @(posedge(mainclkby4) or negedge(i_resetbFPGA))
begin
	if(i_resetbFPGA == 0)
		mainclkby8 <= 0;
	else
		mainclkby8 <= ~mainclkby8;
end
always @(posedge(mainclkby8) or negedge(i_resetbFPGA))
begin
	if(i_resetbFPGA == 0)
		mainclkby16 <= 0;
	else
		mainclkby16 <= ~mainclkby16;
end
always	@(posedge(mainclkby16) or negedge(i_resetbFPGA))
begin
	if(i_resetbFPGA == 0)
		count <= 0;
	else
	begin
		if(FPGAstate == sPROGRAM)
		begin
			if(count == 11)
				count <= count;
			else
				count <= count+1;
		end
		else
			count <= count;
	end
end
always @ (posedge(mainclkby16) or negedge(i_resetbFPGA))
begin
	if(i_resetbFPGA == 0)
		o_sclk <= 1;
	else
	begin
		if(FPGAstate == sPROGRAM)
		begin
			if (count >= 1 && count <= 10)
				o_sclk <= ~o_sclk;
			else
				o_sclk <= 1;
		end
		else
			o_sclk <= 1;
	end
end
always @ (negedge(o_sclk) or negedge(i_resetbFPGA))
begin
	if(i_resetbFPGA == 0)
		o_sdout <= 0;
	else
	begin
		if(FPGAstate == sPROGRAM)
		begin
			case(count)
			4'd2: o_sdout <= opcode_gainA1[0];
			4'd4: o_sdout <= opcode_gainA1[1];
			4'd6: o_sdout <= opcode_gainA2[0];
			4'd8: o_sdout <= opcode_gainA2[1];
			4'd10: o_sdout <= opcode_gainA2[2];
			default: o_sdout <= o_sdout;
			endcase
		end
		else
			o_sdout <= 0;
	end
end
endmodule

===== flow/run.sh =====
#!/bin/bash
# OpenROAD 26Q1-2900-gdf79404cd8, Yosys 0.63+post, stock flow scripts
make -C /OpenROAD-flow-scripts/flow DESIGN_CONFIG=/design/flow/config.mk WORK_HOME=/design/flow/orfs finish

==> impl_metrics.json <==
{
  "run_status": "complete, no violations",
  "post_dp_cell_area_um2": 676,
  "fin_crit_ns": 1.30,
  "grt_max_degree": 10,
  "ios": 6,
  "ys_cells": 49,
  "post_cts_resized": 0,
  "antenna_found_initial": 0,
  "cts_root_buf": "clkbuf_4",
  "top_area_cell": "dfrtp_1",
  "wl_per_cell_um": 8.07,
  "drv_cap": 0,
  "rows": 21,
  "grt_pass1_wl_um": 1430,
  "yosysWarningCount": 1,
  "lay_top_cells": "dfrtp_1 (10), inv_1 (7), ha_1 (5)",
  "required_ns": 1.20,
  "cts_max_level": 1,
  "synth.area.top_cells": "dfrtp_1 (43%), ha_1 (11%), dfstp_2 (9.1%)",
  "hold_buffers": 0,
  "r2r_slack_ns": 0.80,
  "core_um2": 3420,
  "max-clock-path-buffers": 2,
  "rsz0062_at_grt": "false",
  "crit_chain": "clkdlybuf4s50_1",
  "grt_pass1_vias": 321,
  "ys_types": 20,
  "max_stage_delay_ns": 0.46,
  "gp_congestion": 0.772,
  "finalWirelength_um": 831,
  "synth_chip_area_um2": 576,
  "max-vdd-ir-drop_mv": 0.156,
  "drtIter0Drc": 1,
  "final_cell_count_no_fill": 103,
  "layout_top_cell": "dfrtp_1",
  "path_class": "flop to primary output",
  "num_antenna_cells": 0,
  "syn_area_um2": 576,
  "grt_use_total_pct": 2.68,
  "fin_skew_ns": 0.00553,
  "postCtsSetupBuffers": 0,
  "path_max_fanout": 1,
  "cpLargestDelayFamily": "buffers and inverters",
  "finalCritPeriodShare_pct": 86.7,
  "io_buffer_count": 4,
  "chipArea_um2": 6400,
  "hold_viol_final": 0,
  "unclocked_pins": 9,
  "dieHeight_um": 80,
  "final_max_slew_viol_count": 0,
  "warnings": 30,
  "firstDrtPassIters": 4,
  "fin_area_um2": 702,
  "postSynthCellCount": 49,
  "vias_per_cell": 3.29,
  "hpwlAfterDp_um": 636,
  "end_kind": "primary output",
  "grt-ovfl-total": 0,
  "via_count": 339,
  "synth_flops": 13,
  "untimed_endpoints": 11,
  "postSynthSeqShare_pct": 57.0,
  "route.detailed.drc": 0,
  "start_kind": "flop",
  "numCtsBuffers": 3,
  "syn2layout_area_growth_pct": 22.0,
  "drive_above_1_share_pct": 15.8,
  "fin_util_pct": 20.5,
  "n_fill_cell": 374,
  "power_density_nw_per_um2": 390,
  "fp_util_pct": 16.8,
  "timing.fmax_mhz": 769,
  "path_clk_slew_ns": 0.04,
  "netlist.area_leader.share_pct": 43.5,
  "crit_slowest_cell": "clkdlybuf4s50_1",
  "antenna_left": 0,
  "p_leak_nw": 0.307,
  "die_w_um": 80,
  "arrival_ns": 1.00,
  "cts_tree": "yes",
  "min_path_type": "input port to async pin",
  "dpl.cell_count": 99,
  "clk_latency_ns": 0.24,
  "setup_tns_ns": 0,
  "worst-path-buf-inv": 1,
  "postSynthAreaPerCell_um2": 11.7,
  "setup_viol": 0
}
[kinds of logic (layout without fill, tap and decap cells)]
| family | after synthesis | after routing | share of synthesized area [%] |
|---|---|---|---|
| multiplexers | 2 | 2 | 4.56 |
| XOR/XNOR | 2 | 2 | 3.04 |
| other | 1 | 1 | 0.652 |
| AND-OR/OR-AND | 2 | 2 | 1.74 |
| flip-flops | 13 | 13 | 57.0 |
| adder cells (fa/ha/maj) | 5 | 5 | 10.9 |
| buffers and inverters | 8 | 16 | 5.43 |
| AND/OR/NAND/NOR | 16 | 16 | 16.7 |
[Yosys cell counts, drive strengths merged]
| master | count |
|---|---|
| a21oi | 1 |
| buf | 1 |
| conb | 1 |
| dfrtn | 1 |
| dfrtp | 10 |
| dfstp | 2 |
| ha | 5 |
| inv | 7 |
| mux2 | 2 |
| nand2 | 5 |
| nand3b | 4 |
| nand4 | 2 |
| nor2 | 2 |
| nor2b | 1 |
| nor4b | 1 |
| nor4bb | 1 |
| o21ai | 1 |
| xnor2 | 2 |
[registers in the layout, indices dropped and copies added (netlist names)]
register,count
o_sclk,1
count,4
mainclkby16,1
o_resetbAll,1
FPGAstate,2
o_sdout,1
mainclkby2,1
mainclkby4,1
mainclkby8,1
[final cells by class]
| type | count | area (um^2) | share of cell area, % |
|---|---|---|---|
| clock buffers | 4 | 26.3 | 3.74 |
| flip-flops and latches | 13 | 328 | 46.7 |
| inverters | 7 | 26.3 | 3.74 |
| repair buffers | 5 | 47.5 | 6.77 |
| multi-input cells | 28 | 216 | 30.8 |
| well taps | 46 | 57.6 | 8.20 |
[power by group]
part / total [mW] / internal, mW / switching [mW]
clock network: 0.146 / 0.0999 / 0.0459
logic: 0.0147 / 0.00682 / 0.00788
registers: 0.113 / 0.112 / 0.000829
total: 0.274 / 0.219 / 0.0546
[path summary, 6_finish.rpt]
path	from	endpoint	cells after the start
min in group clk0	mainclkby2	mainclkby2	1
max in group asynchronous	i_resetbFPGA	FPGAstate[0]	1
hold reg to reg	mainclkby2	mainclkby2	1
setup / recovery	o_resetbAll	o_resetbAll	1
setup reg to reg	FPGAstate[2]	FPGAstate[2]	2
hold / removal	i_resetbFPGA	FPGAstate[2]	1
[layer usage]
metal  vias to the layer above  routed length (um)  track usage (%)
li1                        173                   -                -
met1                       159                 441             3.52
met2                         5                 330             3.77
met3                         2                  34             1.02
met4                         0                  24             1.23
met5                         -                   0                0
[per-stage QoR]
step	power, mW	hold WS, ns	setup slack [ns]
finish	0.274	0.273	0.200
global route	0.300	0.270	0.140
CTS	0.281	0.272	0.180
detailed placement	0.130	0.410	0.439
global placement	0.130	0.421	0.439
floorplan	0.116	0.00441	0.859
Power is estimated from default activity; no workload was simulated.
